==> design/flow/run.sh <==
#!/bin/bash
# OpenROAD 26Q1-2900-gdf79404cd8, Yosys 0.63+post, stock flow scripts
make -C /OpenROAD-flow-scripts/flow DESIGN_CONFIG=/design/flow/config.mk WORK_HOME=/design/flow/orfs finish
==> design/flow/config.mk <==
export PLATFORM = sky130hd
export DESIGN_NAME = lab
export DESIGN_NICKNAME = lab
export VERILOG_FILES = /design/flow/design.v
export SDC_FILE = /design/flow/constraint.sdc
export NUM_CORES = 4
export LEC_CHECK = 1
export CORE_UTILIZATION = 40
==> design/flow/constraint.sdc <==
current_design lab

set clk_period 21.2
set clk_io_pct 0.2

create_clock -name clk0 -period $clk_period [get_ports {CLK}]

set non_clock_inputs [all_inputs -no_clocks]
set_input_delay [expr $clk_period * $clk_io_pct] -clock clk0 $non_clock_inputs
set_output_delay [expr $clk_period * $clk_io_pct] -clock clk0 [all_outputs]
==> design/flow/design.v <==
`timescale 1ns/1ps
module lab(CLK, RST, in_a, in_b, Product, Product_Valid);
input CLK, RST;
input [31:0]	in_a;	 
input [31:0]	in_b; 
output reg [63:0] Product;
output reg Product_Valid;
reg [63:0] Mplicand;
reg [31:0] Mplier;
reg [6:0]	Counter ;
reg	sign;
always @(posedge CLK or posedge RST)
begin
	if(RST)
		Counter <=6'b0;
	else
		Counter <= Counter +6'b1;
end
always @(posedge CLK or posedge RST)
begin
	if(RST) begin
		Product  <= 64'b0;
		Mplicand <= 64'b0;
		Mplier   <= 32'b0;	
	end 
	else if(Counter == 6'd0) begin
		Mplicand <= {32'b0,in_a};
		Mplier <= in_b;
	end 
	else if(Counter <=6'd32) 
	begin
		if(Mplier[0] == 1'b1)	
		Product <= Mplicand + Product;
		Mplicand <= Mplicand << 1'b1;
		Mplier <= Mplier >> 1'b1;
	end 
end
always @(posedge CLK or posedge RST)
begin
	if(RST)
		Product_Valid <=1'b0;
	else if(Counter==6'd32)
		Product_Valid <=1'b1;
	else
		Product_Valid <=1'b0;
end
endmodule
==> results.tsv <==
metric	value	unit
path_class	flip-flop to primary output	
ys_area	0.01031	mm2
syn_inst	1162	
worstPathArrival	1.36	ns
io_pins	131	
die-area	0.02643	mm2
syn-mean-instance-area	8.875	um2
power.leakage	5.715	nW
cts.sinks	168	
wl_per_cell	16.56	um
finalSetupTns	0	ns
ys.flops	168	
cp_num_buf_inv	1	
finalNonFillerCells	1588	
drive_gt1_frac	0.04610	
placed_cells	1556	
antenna_found_initial	0	
grt_pass1_vias	8424	
run_status	finished, final reports clean	
hold_path.class	flip-flop to flip-flop	
yosys_cells	1162	
worstSetupEndpointType	primary output	
initCoreUtil	0.4083	
slew_headroom	0.4545	
vdd_drop_max	0.00005719	V
place_hpwl	18950	um
worstPathRequired	16.96	ns
synthMuxAreaShare	0.003883	
post-route-drc-count	0	
grt_overflow	0	
ys.warnings.count	1	
synth-edff-count	0	
min_period	5.603	ns
grt_start_max_net_pins	100	
area_growth	19.96	%
track_usage	0.2140	
die-width	162.6	um
synthXorXnorAreaFrac	0.05011	
warnings	26	
clk_pin_slew	0.07	ns
async_flop_share	1.000	
synth_cell_types	71	
cts_root_buf	clkbuf_16	
cts_setup_buffers	0	
cellPowerDensity	100.3	mW/mm2
place_congestion	0.9304	
rsz0062_at_grt	false	
dieHeight	162.6	um
dr.first_iter.drc_count	535	
path_max_fanout	4	
cp_top_family	buffers and inverters	
routed_wl	26300	um
synth-simple-area-share	0.1642	
synth_area	0.01031	mm2
clk_latency	0.43	ns
grt_pass1_wl	44390	um
antenna_cells	0	
worst_slew_pin_slew	0.8144	ns
port_buffers	130	
dr.pass1.iters	5	
cpMaxStageDelayCell	clkdlybuf4s50_1	
synthAdderAreaFrac	0.08081	
ys_top_logic_family	AND-OR/OR-AND gates	
core	0.02525	mm2
start_kind	flip-flop	
finalHoldViolCount	0	
slew_violations	0	
max_cap_viol_count	0	
crit_chain	clkdlybuf4s50_1	
period_used_share	0.2643	
numCtsBuffers	17	
vias_per_cell	5.470	
vias	8686	
clk_path_buf_depth	2	
cts_tree	built	
postSynthSeqShare	0.4077	
ys_sh_aoi	0.2561	
timing.fmax	0.1785	GHz
cts.repair.resized	0	
placementRows	58	
ant_nets	0	
cts_htree_levels	4	
worst_path_largest_cell_delay	0.50	ns
cts_hold_buf	0	
finClkSkew	0.01675	ns
synth_top_flop_cell	dfrtp_1	
setup_viol	0	
[where the power goes]
group	internal, W	switching [W]	leakage [nW]	total (W)
sequential	0.000367	0.0000463	2.18	0.000414
clock	0.000157	0.000149	0.280	0.000307
combinational	0.000252	0.000268	3.25	0.000520
total	0.000777	0.000464	5.72	0.00124
[synth_stat cells (4+ instances only)]
cell        n  area, um2
o21ai_1     8      40.04
o21bai_1   15      112.6
a22o_1     34      297.8
a211oi_1    8      60.06
a21boi_0    5      37.54
o21a_1      8      60.06
mux2i_1     4      40.04
dfrtp_1   168       4204
o21ai_0    89      445.4
and4_1      5      43.79
nand4_1    22      137.6
clkbuf_1   32      120.1
a21o_1     33      247.7
buf_2      25      125.1
nor2_1     31      116.4
o31ai_1    11      82.58
and3_1      8      50.05
nand3_1    17      85.08
a22oi_1    64      480.5
inv_1      18      67.56
xor2_1     23      201.4
nand2_1   250      938.4
nor3_1     14      70.07
buf_1      12      45.04
xnor2_1    36      315.3
and2_1      6      37.54
a31oi_1     6      37.54
a21oi_1    81      405.4
ha_1       65      813.3
[metal layers]
metal  share of wire  vias to the layer above  track usage
met4           0.012                        0      0.02294
met1            0.48                     4133       0.3281
li1                -                     4377            -
met2            0.47                      153       0.3384
met3           0.046                       23      0.03506
met5               0                        -            0
[logic make-up (layout without fill, tap and decap cells)]
group | after synthesis | after routing
AND/OR/NAND/NOR | 381 | 381
multiplexers | 4 | 4
adder cells (fa/ha/maj) | 66 | 66
AND-OR/OR-AND | 394 | 394
flip-flops | 168 | 168
XOR/XNOR | 59 | 59
buffers and inverters | 90 | 186
[path summary, 6_finish.rpt]
check | start | to | slack, ns | cells after the start
setup / recovery | Product[1]$_DFFE_PP0P_ | Product[1] | 15.60 | 1
hold / removal | Mplier[1]$_DFFE_PP0P_ | Mplier[0]$_DFFE_PP0P_ | 0.47 | 2
setup reg to reg | Product[0]$_DFFE_PP0P_ | Product[56]$_DFFE_PP0P_ | 17.58 | 11
hold reg to reg | Mplier[1]$_DFFE_PP0P_ | Mplier[0]$_DFFE_PP0P_ | 0.47 | 2
max in group asynchronous | RST | Product[26]$_DFFE_PP0P_ | 15.90 | 3
min in group asynchronous | RST | Product[60]$_DFFE_PP0P_ | 4.30 | 2
[through the flow]
stage / util / hold WS, ns / total power (W) / worst slack, ns / instance area [um2]
finish: 0.4898 / 0.4727 / 0.001241 / 15.60 / 12370
floorplan: - / 0.4453 / 0.0007449 / 12.41 / 10310
CTS: 0.4898 / 0.4753 / 0.001255 / 15.57 / 12370
detailed placement: 0.4670 / 0.4573 / 0.0009377 / 15.41 / 11790
global placement: 0.4670 / 0.4551 / 0.0009388 / 15.41 / 11790
global route: 0.4898 / 0.4857 / 0.001331 / 15.51 / 12370
[final cells by class]
| type | count | area [um2] |
|---|---|---|
| Tap cell | 330 | 412.9 |
| Clock buffer | 17 | 425.4 |
| Inverter | 18 | 72.57 |
| Timing Repair Buffer | 136 | 1359 |
| Sequential cell | 168 | 4204 |
| Multi-Input combinational cell | 904 | 5744 |
| Clock inverter | 15 | 152.6 |
| Fill cell | 2364 | 12880 |
[registers in the layout (all words and copies together) (netlist names)]
name,count
Counter,7
Product,64
Mplicand,64
Product_Valid,1
Mplier,32
[layout by cell type (no fill, tap or decap), drive strengths merged, types with 32 or more instances in the layout]
cell type,synthesis,routed
nor2,32,32
a22oi,64,64
dfrtp,168,168
a21o,33,33
ha,65,65
clkdlybuf4s50,0,130
xnor2,36,36
o21ai,98,98
a21oi,82,82
a22o,34,34
nand2,251,251
Power and IR drop assume default switching activity.
