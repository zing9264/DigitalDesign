$ cat flow/run.sh
#!/bin/bash
# OpenROAD 26Q1-2900-gdf79404cd8, Yosys 0.63+post, stock flow scripts
make -C /OpenROAD-flow-scripts/flow DESIGN_CONFIG=/design/flow/config.mk WORK_HOME=/design/flow/orfs finish
$ cat flow/config.mk
export PLATFORM = sky130hd
export DESIGN_NAME = pipelined_16bitfpadder
export DESIGN_NICKNAME = pipelined_16bitfpadder
export VERILOG_FILES = /design/flow/design.v
export SDC_FILE = /design/flow/constraint.sdc
export NUM_CORES = 4
export LEC_CHECK = 1
export CORE_UTILIZATION = 40
$ cat flow/constraint.sdc
current_design pipelined_16bitfpadder

set clk_period 12.2
set clk_io_pct 0.2

create_clock -name clk0 -period $clk_period [get_ports {clk}]

set non_clock_inputs [all_inputs -no_clocks]
set_input_delay [expr $clk_period * $clk_io_pct] -clock clk0 $non_clock_inputs
set_output_delay [expr $clk_period * $clk_io_pct] -clock clk0 [all_outputs]
$ cat flow/design.v
`timescale 1ns / 1ps
module fadd_align (a,b,sub,s_is_nan,s_is_inf,inf_nan_frac,sign,temp_exp,op_sub,large_frac11,small_frac14);  
	input [15:0] a,b;
	input sub;
	output [13:0] small_frac14;
	output [10:0] large_frac11;
	output [9:0] inf_nan_frac;
	output [4:0] temp_exp;
	output s_is_nan;
	output s_is_inf;
	output sign;
	output op_sub;
	wire exchange = (b[14:0] > a[14:0]);
	wire [15:0] fp_large = exchange? b : a;
	wire [15:0] fp_small = exchange? a : b;
	wire fp_large_hidden_bit = |fp_large[14:10];
	wire fp_small_hidden_bit = |fp_small[14:10];
	wire [10:0] large_frac11 = {fp_large_hidden_bit,fp_large[9:0]};
	wire [10:0] small_frac11 = {fp_small_hidden_bit,fp_small[9:0]};
	assign temp_exp = fp_large[14:10];
	assign sign = exchange? sub^b[15] : a[15];
	assign op_sub = sub ^ fp_large[15] ^ fp_small[15];
	wire fp_large_expo_is_ff = &fp_large[14:10];  
	wire fp_small_expo_is_ff = &fp_small[14:10];
	wire fp_large_frac_is_00 = ~|fp_large[9:0];  
	wire fp_small_frac_is_00 = ~|fp_small[9:0];
	wire fp_large_is_inf=fp_large_expo_is_ff & fp_large_frac_is_00;
	wire fp_small_is_inf=fp_small_expo_is_ff & fp_small_frac_is_00;
	wire fp_large_is_nan=fp_large_expo_is_ff & ~fp_large_frac_is_00;
	wire fp_small_is_nan=fp_small_expo_is_ff & ~fp_small_frac_is_00;
	assign s_is_inf = fp_large_is_inf | fp_small_is_inf;
	wire s_is_nan = fp_large_is_nan | fp_small_is_nan | ((sub ^ fp_small[15] ^ fp_large[15]) & fp_large_is_inf & fp_small_is_inf);
	wire [9:0] nan_frac = (a[8:0] > b[8:0])?	{1'b1,a[8:0]} : {1'b1,b[8:0]};
	assign inf_nan_frac = s_is_nan? nan_frac : 10'h0;
	wire [4:0] exp_diff = fp_large[14:10] - fp_small[14:10];
	wire small_den_only = (fp_large[14:10] != 0) & (fp_small[14:10] == 0);
	wire [4:0] shift_amount = small_den_only? exp_diff - 5'h1 : exp_diff;
	wire [23:0] small_frac24 = (shift_amount >= 13)? {13'h0,small_frac11} : {small_frac11,13'h0} >> shift_amount;
	assign small_frac14 = {small_frac24[23:11],|small_frac24[10:0]};
endmodule
`timescale 1ns / 1ps
module reg_align_cal (a_rm,a_is_nan,a_is_inf,a_inf_nan_frac,a_sign,a_exp,
a_op_sub,a_large_frac,a_small_frac,clk,clrn,e,c_rm,
c_is_nan,c_is_inf,c_inf_nan_frac,c_sign,c_exp,
c_op_sub,c_large_frac,c_small_frac);  
	input [13:0] a_small_frac;
	input [10:0] a_large_frac;
	input [9:0] a_inf_nan_frac;
	input [4:0] a_exp;
	input [1:0] a_rm;
	input a_is_nan, a_is_inf, a_sign, a_op_sub;
	input e;  
	input clk, clrn;  
	output reg [13:0] c_small_frac;
	output reg [10:0] c_large_frac;
	output reg [9:0] c_inf_nan_frac;
	output reg [4:0] c_exp;
	output reg [1:0] c_rm;
	output reg c_is_nan,c_is_inf,c_sign,c_op_sub;
	always @ (posedge clk or negedge clrn) begin
		if (!clrn) begin
			c_rm <= 0;
			c_is_nan <= 0;
			c_is_inf <= 0;
			c_inf_nan_frac <= 0;
			c_sign <= 0;
			c_exp <= 0;
			c_op_sub <= 0;
			c_large_frac <= 0;
			c_small_frac <= 0;
		end else if (e) begin
			c_rm <= a_rm;
			c_is_nan <= a_is_nan;
			c_is_inf <= a_is_inf;
			c_inf_nan_frac <= a_inf_nan_frac;
			c_sign <= a_sign;
			c_exp <= a_exp;
			c_op_sub <= a_op_sub;
			c_large_frac <= a_large_frac;
			c_small_frac <= a_small_frac;
		end
	end
endmodule
`timescale 1ns / 1ps
module fadd_cal (op_sub,large_frac11,small_frac14, cal_frac);  
	input [10:0] large_frac11;
	input op_sub;
	input [13:0] small_frac14;
	output [14:0] cal_frac;
	wire [13:0] aligned_large_frac = {1'b0,large_frac11,3'b000};
	wire [13:0] aligned_small_frac = {1'b0,small_frac14};
	assign cal_frac = op_sub?
	aligned_large_frac - aligned_small_frac :
	aligned_large_frac + aligned_small_frac;
endmodule
`timescale 1ns / 1ps
module fadd_norm (rm,is_nan,is_inf,inf_nan_frac,sign,temp_exp,cal_frac,s);
	input [14:0] cal_frac;
	input [9:0] inf_nan_frac;
	input [4:0] temp_exp;
	input [1:0] rm;
	input is_nan,is_inf;
	input sign;
	output [15:0] s;
	wire [15:0] f3,f2,f1,f0;
	wire [3:0] zeros;
	assign zeros[3] = ~|cal_frac[13:6];  
	assign f3 = zeros[3]?  {cal_frac[5:0],8'b0} : cal_frac[13:0];
	assign zeros[2] = ~|f3[13:10];  
	assign f2 = zeros[2]? {f3[9:0], 4'b0} : f3;
	assign zeros[1] = ~|f2[13:12];  
	assign f1 = zeros[1]? {f2[11:0], 2'b0} : f2;
	assign zeros[0] = ~f1[13];  
	assign f0 = zeros[0]? {f1[12:0], 1'b0} : f1;
	reg [13:0] frac0;
	reg [4:0] exp0;
	always @ * begin
		if (cal_frac[14]) begin
			frac0 = cal_frac[14:1];  
			exp0 = temp_exp + 8'h1;  
		end 
		else begin
			if ((temp_exp > zeros) && (f0[13])) begin  
				exp0 = temp_exp - zeros;
				frac0 = f0;  
			end
			else begin  
				exp0 = 0;
				if (temp_exp != 0)  
					frac0 = cal_frac[13:0] << (temp_exp - 8'h1);
				else frac0 = cal_frac[13:0];
			end
		end
	end
	wire frac_plus_1 =  
	~rm[1] & ~rm[0] & frac0[2] & (frac0[1] | frac0[0]) |
	~rm[1] & ~rm[0] & frac0[2] & ~frac0[1] & ~frac0[0] & frac0[3] |
	~rm[1] & rm[0] & (frac0[2] | frac0[1] | frac0[0]) & sign |
	rm[1] & ~rm[0] & (frac0[2] | frac0[1] | frac0[0]) & ~sign;
	wire [11:0] frac_round = {1'b0,frac0[13:3]} + frac_plus_1;
	wire [4:0] exponent = frac_round[11]? exp0 + 5'h1 : exp0;
	wire overflow = &exp0 | &exponent;
	assign s = final_result(overflow, rm, sign, is_nan, is_inf, exponent, frac_round[9:0], inf_nan_frac);
	function [15:0] final_result;
		input overflow;
		input [1:0] rm;
		input sign, is_nan, is_inf;
		input [4:0] exponent;
		input [9:0] fraction, inf_nan_frac;
		casex ({overflow, rm, sign, is_nan, is_inf})
			6'b1_00_x_0_x : final_result = {sign,5'h1f,10'h0};  
			6'b1_01_0_0_x : final_result = {sign,5'h1e,10'h3ff};  
			6'b1_01_1_0_x : final_result = {sign,5'h1f,10'h000};  
			6'b1_10_0_0_x : final_result = {sign,5'h1f,10'h000};  
			6'b1_10_1_0_x : final_result = {sign,5'h1e,10'h3ff};  
			6'b1_11_x_0_x : final_result = {sign,5'h1e,10'h3ff};  
			6'b0_xx_x_0_0 : final_result = {sign,exponent,fraction};  
			6'bx_xx_x_1_x : final_result = {1'b1,5'h1f,inf_nan_frac};  
			6'bx_xx_x_0_1 : final_result = {sign,5'h1f,inf_nan_frac};  
			default : final_result = {sign,5'h00,10'h000};  
		endcase
	endfunction
endmodule
`timescale 1ns / 1ps
module reg_cal_norm (c_rm,c_is_nan,c_is_inf,c_inf_nan_frac,c_sign,c_exp,
c_frac,clk,clrn,e,n_rm,n_is_nan,n_is_inf,
n_inf_nan_frac,n_sign,n_exp,n_frac);  
	input [14:0] c_frac;
	input [9:0] c_inf_nan_frac;
	input [4:0] c_exp;
	input [1:0] c_rm;
	input c_is_nan, c_is_inf, c_sign;
	input e;  
	input clk, clrn;  
	output reg [14:0] n_frac;
	output reg [9:0] n_inf_nan_frac;
	output reg [4:0] n_exp;
	output reg [1:0] n_rm;
	output reg n_is_nan,n_is_inf,n_sign;
	always @ (posedge clk or negedge clrn) begin
		if (!clrn) begin
			n_rm <= 0;
			n_is_nan <= 0;
			n_is_inf <= 0;
			n_inf_nan_frac <= 0;
			n_sign <= 0;
			n_exp <= 0;
			n_frac <= 0;
		end else if (e) begin
			n_rm <= c_rm;
			n_is_nan <= c_is_nan;
			n_is_inf <= c_is_inf;
			n_inf_nan_frac <= c_inf_nan_frac;
			n_sign <= c_sign;
			n_exp <= c_exp;
			n_frac <= c_frac;
		end
	end
endmodule
`timescale 1ns / 1ps
module pipelined_16bitfpadder (a,b,sub,rm,s,clk,clrn,e);  
	input clk, clrn;  
	input [15:0] a, b;  
	input [1:0] rm;  
	input sub;  
	input e;  
	output [15:0] s;  
	wire [13:0] a_small_frac;
	wire [10:0] a_large_frac;
	wire [9:0] a_inf_nan_frac;
	wire [4:0] a_exp;
	wire a_is_nan,a_is_inf;
	wire a_sign;
	wire a_op_sub;
	fadd_align alignment (a,b,sub,a_is_nan,a_is_inf,a_inf_nan_frac,a_sign,	a_exp,a_op_sub,a_large_frac,a_small_frac);
	wire [13:0] c_small_frac;
	wire [10:0] c_large_frac;
	wire [9:0] c_inf_nan_frac;
	wire [4:0] c_exp;
	wire [1:0] c_rm;
	wire c_is_nan,c_is_inf;
	wire c_sign;
	wire c_op_sub;
	reg_align_cal reg_ac (rm,a_is_nan,a_is_inf,a_inf_nan_frac,a_sign,a_exp,
	a_op_sub,a_large_frac,a_small_frac,clk,clrn,e,
	c_rm,c_is_nan,c_is_inf,c_inf_nan_frac,c_sign,
	c_exp,c_op_sub,c_large_frac,c_small_frac);
	wire [14:0] c_frac;
	fadd_cal calculation (c_op_sub,c_large_frac,c_small_frac,c_frac);
	wire [14:0] n_frac;
	wire [9:0] n_inf_nan_frac;
	wire [4:0] n_exp;
	wire [1:0] n_rm;
	wire n_is_nan,n_is_inf;
	wire n_sign;
	reg_cal_norm reg_cn (c_rm,c_is_nan,c_is_inf,c_inf_nan_frac,c_sign,c_exp,
	c_frac,clk,clrn,e,n_rm,n_is_nan,n_is_inf,
	n_inf_nan_frac,n_sign,n_exp,n_frac);
	fadd_norm normalization (n_rm,n_is_nan,n_is_inf,n_inf_nan_frac,n_sign,
	n_exp,n_frac,s);
endmodule
==> impl_metrics.yaml <==
# physical design summary
placement:
  routabilityCongestion: 0.9528
  dp_hpwl_um: 21010
  placement.io_buffers: 53
  dpl_ws_ps: 3189
  placed_area_sq_mm: 0.009903
synth:
  yosys.stat.chipArea_sq_mm: 0.009213
  edf_count: 0
  area_leaders: "dfrtp_1, ha_1, mux2i_1, a21oi_1, nor2_1"
  yosys_warnings: 3
  postSynthAreaPerCell_sq_um: 7.840
  top_area_cell: "dfrtp_1"
  syn_area_sq_mm: 0.009213
  async_flop_share_pct: 100.0
  ff_type: "dfrtp_1"
  synth_flops: 79
  yosys_cells: 1175
  post_synth_most_frequent_cells: "nor2_1, a21oi_1, nand2_1"
  yosysSeqAreaShare_pct: 21.46
  yosysUniqueCellTypes: 94
  post_synth_inst_count: 1175
  fraction_of_synthesized_cell_area_taken_by_the_top_area_cell_type_pct: 21.46
  yosysMostFrequentCell: "nor2_1"
routing:
  detail_route.vias_per_cell: 5.909
  via_total_after_detailed_routing: 8668
  detailedRoute.firstPassIterationCount: 6
  detail-route-antenna-nets: 0
  initialDrtViolationCount: 732
  wire_per_inst_um: 18.58
  postRouteWirelength_um: 27260
  route.detailed.drc: 0
  num_antenna_cells: 0
die:
  core-area_sq_mm: 0.02264
  dieHeight_um: 153.8
  die_w_um: 153.8
  floorplan.rows: 55
  core_util_floorplan_pct: 40.69
  pin_count: 54
  design.die.area_sq_mm: 0.02364
setup_path:
  worst-setup-path-type: "reg -> out"
  worst_path_arrival_time_ps: 6980
  setup.reg_to_reg.worst_slack_ps: 9120
  worstPathRequired_ps: 9760
  startpoint_type: "flop"
  worstSetupEndpointType: "output port"
  critPathMaxFanout: 19
final_timing:
  setup_viol: 0
  hold_ws_ps: 482.5
  slew_headroom_pct: 41.04
  report.final.hold_viol_count: 0
  final_period_minus_worst_setup_slack_ps: 9425
  timing.setup.tns_ps: 0
  drv_slew: 0
  skew_ps: 7.953
  achievable-frequency_ghz: 0.1061
  grt_setup_unrepaired: "no"
  post-route-worst-setup-slack_ps: 2775
  tightestPinTransition_ps: 878.2
  final_min_period_over_clock_period_pct: 77.25
layout:
  post-route-util_pct: 45.05
  post-route-cell-area_sq_mm: 0.01020
  post_route_cells_drive_above_1_share_pct: 9.898
  layout-area-overhead-vs-synth_pct: 10.70
clock_tree:
  cts.path.max_buffers: 2
  post_cts_hold_buffer_count: 0
  clock_latency_ps: 330
  tritoncts_clock_tree: "done"
  post_cts_resize_count: 0
  cts.htree.levels: 3
  tritoncts.num_buffers: 9
  clock-root-buffer: "clkbuf_16"
  cts.repair_timing.setup_buffer_count: 0
  tritoncts_num_sinks: 79
  path_clk_slew_ps: 60
power_and_ir_drop:
  p_leak_nw: 4.255
  power.sequential.fraction_pct: 22.7
  netSwitchingPower_uw: 885.1
  clock_power_share_pct: 13.9
  ir_worst_vdd_uv: 72.10
  combinationalPowerShare_pct: 63.4
  power_per_cell_area_mw_per_mm2: 185.5
  netSwitchingFraction_pct: 46.77
  cell_internal_pwr_mw: 1.007
run_status:
  status: "finished clean"
global_route:
  first_global_vias: 8048
  global_route.overflow_total: 0
  antenna_found_initial: 0
  grt_start_max_net_pins: 69
  grt_usage_pct: 24.07
  grt_pass1_wl_um: 44660
hold_path:
  worst_hold_path_type: "reg -> reg"
run:
  stage_log_warnings: 46
  cap_violations: 0
power groups by stage:
stage,Sequential [mW],Combinational (mW),Clock (mW)
global route,0.440,1.33,0.280
finish,0.430,1.20,0.263
CTS,0.427,1.20,0.270
worst paths after layout:
| path | end | cells past startpoint | startpoint |
|---|---|---|---|
| min reg2reg | reg_ac.c_inf_nan_frac[8] | 1 | reg_ac.c_inf_nan_frac[8] |
| max | s[6] | 24 | reg_cn.n_frac[8] |
| min | reg_ac.c_inf_nan_frac[8] | 1 | reg_ac.c_inf_nan_frac[8] |
| max in group asynchronous | reg_cn.n_frac[8] | 2 | clrn |
| max reg2reg | reg_cn.n_frac[12] | 14 | reg_ac.c_small_frac[3] |
| min in group asynchronous | reg_cn.n_inf_nan_frac[9] | 1 | clrn |
cells in the final DEF, fill, tap and decap left out, types with 10 or more instances in the layout:
cell             instances
nand4_1                 11
o22ai_1                 14
buf_4                   20
nor2_1                 130
inv_1                   71
nor2b_1                 12
nor3_1                  20
xnor2_1                 27
mux2_2                  30
mux2i_1                 65
a31oi_1                 10
a21o_1                  12
nand3_1                 23
clkdlybuf4s50_1         51
and3_1                  10
nand2b_1                12
a22oi_1                 13
o21ai_0                 67
o2bb2ai_1               11
a21oi_1                117
nand2_1                 86
nor4_1                  13
xor2_1                  10
ha_1                    59
o211ai_1                11
dfrtp_1                 79
cells by family (layout without fill, tap and decap cells):
group / count (synthesis) / in the layout / share of synthesized area [%]
AOI/OAI and AO/OA: 375 / 375 / 27.48
buffers and inverters: 153 / 160 / 6.818
muxes: 102 / 102 / 12.36
adders and majority gates: 61 / 61 / 8.448
DFF: 79 / 79 / 21.46
and+or+nand+nor: 367 / 367 / 19.75
xor gates and xnor gates: 38 / 38 / 3.694
sequential cells by signal, indices dropped and copies added (netlist names):
name,flops
reg_ac.c_is_nan,1
reg_cn.n_sign,1
reg_cn.n_rm,2
reg_cn.n_is_inf,1
reg_ac.c_rm,2
reg_ac.c_exp,5
reg_ac.c_sign,1
reg_cn.n_exp,5
reg_ac.c_large_frac,11
reg_ac.c_is_inf,1
reg_cn.n_frac,15
reg_cn.n_inf_nan_frac,10
reg_ac.c_inf_nan_frac,9
reg_ac.c_op_sub,1
reg_ac.c_small_frac,14
through the flow:
stage	std cells	total power, mW
after CTS	1467	1.896
after detailed placement	1452	1.620
after global routing	1467	2.052
after floorplan	1175	1.273
after global placement	1452	1.632
final	1467	1.892
worst max-delay path: stages (launching register included):
cell	delay, ps
dfrtp_1	590
or2_2	390
o31ai_1	230
a21oi_1	190
o21ai_4	470
inv_1	170
ha_1	230
nor2b_1	150
o31a_1	160
o21ai_1	110
a21boi_1	630
buf_4	300
a211oi_1	90
a21oi_1	200
nor2_1	80
nor2_1	90
o311a_1	150
ha_1	230
nand4_2	170
nor3_4	350
mux2i_1	320
o21ai_4	180
or3_1	570
o211ai_2	120
clkdlybuf4s50_1	480
area by class of cell:
| cell class | count | area, sq um |
|---|---|---|
| timing repair buffer | 71 | 660.6 |
| clock inverter | 5 | 56.30 |
| inverter | 74 | 277.8 |
| multi-input combinational | 943 | 6631 |
| tap | 285 | 356.6 |
| clock buffer | 10 | 239.0 |
| fill | 2265 | 12440 |
| sequential | 79 | 1977 |
layer usage:
metal	up-vias	share of wire [%]	track usage (%)
li1	4315	-	-
met4	0	2.4	4.952
met5	-	0	0
met3	40	3.6	1.436
met1	4092	47	36.23
met2	221	47	38.87
Power is estimated from default activity; no workload was simulated.
